==> design/flow/design.v <==
module counterLight(sel,r_end,y_end,g_end,clk,counter_A,counter_B);
	input [2:0]sel;
	input [6:0]r_end,y_end,g_end;
	input clk;
	output reg [6:0]counter_A,counter_B;
	wire [6:0]w1,w2,w3;
	wire [6:0]countA1,countA2,countA3,countA4,countA5,countA6,countA7;
	wire [6:0]countB1,countB2,countB3,countB4,countB5,countB6,countB7;
	assign w1=r_end+g_end;
	assign w2=w1+y_end;
	counterState counter1(r_end,r_end,clk,(sel[2:0]==3'd0),countA1,countB1);
	counterState counter2(w2,y_end,clk,(sel[2:0]==3'd1),countA2,countB2);
	counterState counter3(w1,g_end,clk,(sel[2:0]==3'd2),countA3,countB3);
	counterState counter4(r_end,y_end,clk,(sel[2:0]==3'd3),countA4,countB4);
	counterState counter5(y_end,w1,clk,(sel[2:0]==3'd4),countA5,countB5);
	counterState counter6(g_end,w2,clk,(sel[2:0]==3'd5),countA6,countB6);
	counterState counter7(y_end,r_end,clk,(sel[2:0]==3'd6),countA7,countB7);
	always@(*) begin
	case(sel)
		3'd0:counter_A=countA1;
		3'd1:counter_A=countA2;
		3'd2:counter_A=countA3;
		3'd3:counter_A=countA4;
		3'd4:counter_A=countA5;
		3'd5:counter_A=countA6;
		3'd6:counter_A=countA7;
	endcase
	end
	always@(*) begin
	case(sel)
		3'd0:counter_B=countB1;
		3'd1:counter_B=countB2;
		3'd2:counter_B=countB3;
		3'd3:counter_B=countB4;
		3'd4:counter_B=countB5;
		3'd5:counter_B=countB6;
		3'd6:counter_B=countB7;
	endcase
	end
endmodule
module counterState(begin_A,begin_B,clk,en,count_A,count_B);
	input [6:0]begin_A,begin_B;
	input clk,en;
	output reg [6:0]count_A,count_B;
	always@(posedge clk) begin
		if(~en) count_A[6:0]<=begin_A[6:0];
		else count_A[6:0]<=count_A[6:0]-1;
		end
	always@(posedge clk) begin
		if(~en) count_B[6:0]<=begin_B[6:0];
		else count_B[6:0]<=count_B[6:0]-1;
		end
endmodule
==> design/flow/run.sh <==
#!/bin/bash
# OpenROAD 26Q1-2900-gdf79404cd8, Yosys 0.63+post, stock flow scripts
make -C /OpenROAD-flow-scripts/flow DESIGN_CONFIG=/design/flow/config.mk WORK_HOME=/design/flow/orfs finish
==> design/flow/config.mk <==
export PLATFORM = sky130hd
export DESIGN_NAME = counterLight
export DESIGN_NICKNAME = counterLight
export VERILOG_FILES = /design/flow/design.v
export SDC_FILE = /design/flow/constraint.sdc
export NUM_CORES = 4
export LEC_CHECK = 1
export CORE_UTILIZATION = 30
==> design/flow/constraint.sdc <==
current_design counterLight

set clk_period 4.4
set clk_io_pct 0.2

create_clock -name clk0 -period $clk_period [get_ports {clk}]

set non_clock_inputs [all_inputs -no_clocks]
set_input_delay [expr $clk_period * $clk_io_pct] -clock clk0 $non_clock_inputs
set_output_delay [expr $clk_period * $clk_io_pct] -clock clk0 [all_outputs]
==> flow_summary_export.csv <==
group,metric,value,unit
route,first_pass_iters,7,
placement,gp_congestion,0.929,
placement,placed_area,6440,um2
critical_path,path_buffers,3,
placement,dp_slack,370,ps
power_and_ir_drop,ir_drop,0.193,mV
cts,cts_inserted_buffers,9,
critical_path,cp_max_fo,5,
cells_and_area,finalInstanceArea,6780,um2
sta,slew_headroom,50.3,%
sta,fin_tns_setup,0,ps
global_routing,gr-usage-all-layers,17.7,%
cells_and_area,syn_to_final_growth,17.1,%
sta,finalSetupViolCount,0,
synth,top_area_share,33.9,%
cts,h-tree-depth,3,
critical_path,endpoint_kind,"register",
critical_path,rrSetupSlack,2910,ps
cts,clock_tree.buffer_depth,2,
sta,worst_hold_slack,482,ps
sta,worst_pin_slew,744,ps
critical_path,slowest_delay,600,ps
synth,ys_cells,739,
synth,ys_warn_count,2,
sta,grt_setup_unrepaired,"no",
critical_path,critPathLaunchType,"primary input",
global_routing,grt_pass1_wl,26000,um
synth,syn_avg_cell_area,7.83,um2
global_routing,grt_max_degree,41,
global_routing,gr-total-overflow,0,
route,ant_nets,0,
critical_path,regToRegStartpoint,"counter5.count_B[2]",
synth,netlist_top_cells_count,"nand2_1, dfxtp_1, o21ai_0",
synth,syn_inst,739,
cts,post_cts_buffers,0,
die,fp.dieH,141,um
synth,synth-async-reset-ratio,0,%
hold_path,min_from,"counter3.count_A[0]",
sta,unclocked_regs,14,
critical_path,cp_top_family,"adder cells",
power_and_ir_drop,leakage,2.79,nW
status,status,"complete, no violations",
die,rows,50,
route,drt_wl_total,16900,um
sta,finClkSkew,11.6,ps
hold_path,min_path_type,"reg -> reg",
synth,most_common_cell,"nand2_1",
sta,untimed_endpoints,28,
die,die_area,19900,um2
die,fp_util,30.7,%
synth,ff_type,"dfxtp_1",
die,die-width,141,um
synth,top_area_cell,"dfxtp_1",
cells_and_area,regArea,2170,um2
route,drc,0,
synth,ys_seq_elements,112,
synth,yosysUniqueCellTypes,47,
sta,timing.fmax,273,MHz
placement,hpwlAfterDp,12800,um
cts,clk_pin_slew_worst_paths,60,ps
sta,fin_crit_sh,83.3,%
critical_path,crit_type,"in -> reg",
synth,edf_count,0,
critical_path,path_cells,"clkdlybuf4s50_1 -> ha_1 -> inv_1 -> fa_1 -> xor2_1 -> inv_1 -> ha_1 -> a211oi_1 -> o21bai_1 -> a21oi_1 -> xor2_1 -> xnor2_1 -> a21oi_1",
route,viasPerCell,4.87,
critical_path,cp.arrival,3890,ps
route,vias,5010,
flow_run,warnings,26,
power_and_ir_drop,power_per_cell_area,400,nW/um2
route,post_drt_wl_per_cell,16.4,um
cts,clock-root-buffer,"clkbuf_16",
synth,ys_chip_area,5790,um2
critical_path,critPathRequiredTime,4620,ps
flow_run,max_cap_violations,0,
cells_and_area,final-comb-area,3330,um2
die,core-area,18800,um2
synth,ys_top_cells_by_area,"dfxtp_1, xnor2_1, nand2_1, o21ai_0, ha_1",
cts,clock.latency.late_pin,360,ps
cts,cts_tree,"built",
sta,worst_slack,736,ps
global_routing,antenna_found_initial,0,
sta,hold_viol,0,
die,pin_count,39,
synth,syn_area,5790,um2
global_routing,grt_pass1_vias,4645,
cells_and_area,fillers,1943,
critical_path,slowest_stage,"clkdlybuf4s50_1",
cells_and_area,drive_gt1_share,4.42,%
sta,final.min_clock_period,3660,ps
route,antenna_cells,0,
critical_path,cp-startpoint,"r_end[0]",
cts,cts_resized,0,
sta,slew_violations,0,
route,drtIter0Drc,454,
placement,portBuffers,38,
cts,cts_hold_buf,0,
==> where the power goes <==
part,switching [mW],internal (mW),leakage [nW]
clock network,0.347,0.555,0.160
registers,0.145,1.03,0.940
logic,0.344,0.289,1.69
total,0.836,1.87,2.79
==> kinds of logic (layout without fill, tap and decap cells) <==
family	count (synthesis)	after routing	synth area share [%]
simple gates	237	237	18.0
compound gates	192	192	18.8
flops	98	98	33.9
xor+xnor	79	79	12.0
buf+inv	78	108	5.08
fa+ha+maj	29	29	6.53
latches	14	14	3.63
mux	12	12	2.14
==> placed cells by master, fill, tap and decap left out, types with 3 or more instances in the layout <==
cell type and instances:
o211ai_1 4, a221oi_1 3, mux2_2 3, nand3_1 11
a31oi_1 6, nand3b_1 4, inv_1 42, o21ai_0 70
nor3b_1 4, a21oi_1 52, clkbuf_16 9, dlxtn_1 14
nor3_1 33, a22o_1 4, o22ai_1 10, xor2_1 31
clkdlybuf4s50_1 38, bufinv_16 3, dfxtp_1 98, nor2b_1 5
mux2i_1 9, o21a_1 3, xnor2_1 48, o21ai_1 23
nand2_1 102, ha_1 27, o22a_1 4, nor2_1 65
buf_4 10
==> final timing paths <==
check / end / cells after the start
hold / removal: counter3.count_A[0] / 1
setup / recovery: counter6.count_B[6] / 13
hold reg to reg: counter3.count_A[0] / 1
setup reg to reg: counter5.count_B[5] / 5
==> flip-flops by register name (all words and copies together) (netlist names) <==
name and flops:
counter7.count_A 7, counter3.count_A 7, counter1.count_B 7, counter_A 7
counter4.count_B 7, counter_B 7, counter6.count_A 7, counter2.count_A 7
counter5.count_B 7, counter1.count_A 7, counter4.count_A 7, counter3.count_B 7
counter2.count_B 7, counter7.count_B 7, counter6.count_B 7, counter5.count_A 7
==> stage by stage <==
stage	total power, mW	cells	utilization [%]
detailed placement	1.81	1013	34.2
global placement	1.81	1013	34.2
global route	2.87	1029	36.0
CTS	2.72	1029	36.0
floorplan	1.61	739	-
finish	2.71	1029	36.0
==> area by class of cell <==
cell class	count	area share, %
flip-flops and latches	112	32.0
inverters	44	2.44
multi-input cells	549	49.1
well taps	260	4.80
clock inverters	5	1.51
repair buffers	48	6.72
clock buffers	11	3.43
==> worst reg2reg max path: stages, from the launching register on <==
cell and delay, ps:
dfxtp_1 330, nor3_1 350, nor3b_1 320, xor2_1 200, o21ai_0 90, nor3_1 130
==> routing by layer <==
metal  up-vias  GRT usage (%)  share of wire (%)
met5         -              0                  0
met4         0           2.17                1.5
met3        19           3.32                5.3
met2       143           27.8                 44
met1      2295           26.3                 49
li1       2553              -                  -
No activity file was given, so power comes from the tool's default toggle rates.
