--- design/flow/run.sh ---
#!/bin/bash
# OpenROAD 26Q1-2900-gdf79404cd8, Yosys 0.63+post, stock flow scripts
make -C /OpenROAD-flow-scripts/flow DESIGN_CONFIG=/design/flow/config.mk WORK_HOME=/design/flow/orfs finish
--- design/flow/constraint.sdc ---
current_design circuit_test1

set clk_period 6.8
set clk_io_pct 0.2

create_clock -name clk0 -period $clk_period [get_ports {CLOCK_50}]

set non_clock_inputs [all_inputs -no_clocks]
set_input_delay [expr $clk_period * $clk_io_pct] -clock clk0 $non_clock_inputs
set_output_delay [expr $clk_period * $clk_io_pct] -clock clk0 [all_outputs]
--- design/flow/design.v ---
module BCD_to_7segment(in,out,rst);
	input [3:0]in;
	input rst;
	output [6:0]out;
	assign out[0]=rst|((~in[3]&~in[2]&~in[1]&in[0])|(in[2]&~in[0]));
	assign out[1]=rst|((in[2]&~in[1]&in[0])|(in[2]&in[1]&~in[0]));
	assign out[2]=rst|(~in[2]&in[1]&~in[0]);
	assign out[3]=rst|((~in[2]&~in[1]&in[0])|(in[2]&~in[1]&~in[0])|(in[2]&in[1]&in[0]));
	assign out[4]=rst|(in[0]|(in[2]&~in[1]));
	assign out[5]=rst|((~in[3]&~in[2]&in[0])|(~in[3]&~in[2]&in[1])|(in[1]&in[0]));
	assign out[6]=rst|((~in[3]&~in[2]&!in[1])|(in[2]&in[1]&in[0]));
endmodule
module Clock_Counter(clk,rst,c_s,set_mode,fsm_r,fsm_y,fsm_g,time_r,time_y,time_g,r_end,y_end,g_end,count);
	input clk,rst,c_s,set_mode,fsm_r,fsm_y,fsm_g;
	input [6:0]time_r,time_y,time_g;
	output r_end,y_end,g_end;
	output reg [6:0]count;
	wire clr_counter;
	always@(posedge clk) begin
		if(rst) count[6:0]<=7'd0;
		else if(clr_counter) count[6:0]<=7'd0;
		else if(set_mode) count[6:0]<=7'd0;
		else count[6:0]<=count[6:0]+1'b1;
	end
	assign r_end=fsm_r&(count==time_r);
	assign y_end=fsm_y&(count==time_y);
	assign g_end=fsm_g&(count==time_g);
	assign clr_counter=r_end||y_end||g_end||c_s;
endmodule
module FSM(rst,r_end,y_end,g_end,clk,set_mode,c_s,fsm_r,fsm_y,fsm_g,A,B);
	input rst,r_end,y_end,g_end,clk,set_mode,c_s;
	output reg [2:0]A,B;
	output reg fsm_r,fsm_y,fsm_g;
	reg [2:0]current_s,next_s;
	parameter AR_BR=3'd0;
	parameter AR_BY=3'd1;
	parameter AR_BG=3'd2;
	parameter AR_BY1=3'd3;
	parameter AY_BR=3'd4;
	parameter AG_BR=3'd5;
	parameter AY_BR1=3'd6;
	always@(*) begin
		case(current_s[2:0])
		AR_BR:begin 
					if(r_end||c_s) next_s=AR_BY;
					else next_s=current_s;
				end
		AR_BY:begin 
					if(y_end||c_s) next_s=AR_BG;
					else next_s=current_s;
				end
		AR_BG:begin 
					if(g_end||c_s) next_s=AR_BY1;
					else next_s=current_s;
				end
		AR_BY1:begin 
					if(r_end||c_s) next_s=AY_BR;
					else next_s=current_s;
				end
		AY_BR:begin 
					if(y_end||c_s) next_s=AG_BR;
					else next_s=current_s;
				end
		AG_BR:begin 
					if(g_end||c_s) next_s=AY_BR1;
					else next_s=current_s;
				end
		AY_BR1:begin 
					if(r_end||c_s) next_s=AR_BY;
					else next_s=current_s;
				end	
		endcase
	end
	always@(posedge clk,posedge rst,posedge set_mode) begin
	if(rst) current_s<=AR_BR;
	else if(set_mode) current_s<=AR_BR;
	else current_s<=next_s;
	end		
	always@(*) begin
	case(current_s[2:0])
	AG_BR:A=3'b001;
	AY_BR:A=3'b010;
	AY_BR1:A=3'b010;
	default:A=3'b100;
	endcase
	end
	always@(*) begin
	case(current_s[2:0])
	AR_BY1:B=3'b010;
	AR_BY:B=3'b010;
	AR_BG:B=3'b001;
	default:B=3'b100;
	endcase
	end
	always@(*) begin
	case(current_s[2:0])
	AR_BR:fsm_r=1;
	AR_BY1:fsm_r=1;
	AY_BR1:fsm_r=1;
	default:fsm_r=0;
	endcase
	end
	always@(*) begin
	case(current_s[2:0])
	AR_BY:fsm_y=1;
	AY_BR:fsm_y=1;
	default:fsm_y=0;
	endcase
	end
	always@(*) begin
	case(current_s[2:0])
	AR_BG:fsm_g=1;
	AG_BR:fsm_g=1;
	default:fsm_g=0;
	endcase
	end
endmodule
module Register_Time(A,clk,set_mode,Time1,Time2,Time3,alert_time);
	input [6:0]A;
	input clk,set_mode;
	output reg [6:0]Time1;
	output reg [6:0]Time2;
	output reg [6:0]Time3;
	output [2:0]alert_time;
	initial begin
		Time1=7'd0;
		Time2=7'd0;
		Time3=7'd0;  
	end
	always@(posedge clk) begin
		if(set_mode) begin
			Time3=Time2;
			Time2=Time1;
			Time1=A;
		end
	end
	assign alert_time[0]=(Time1[6:0]==7'd0)|(Time1[6:0]>7'd99);
	assign alert_time[1]=(Time2[6:0]==7'd0)|(Time2[6:0]>7'd6);
	assign alert_time[2]=(Time3[6:0]==7'd0)|(Time3[6:0]>7'd99);
endmodule
module adder4bits_single(A3,A2,A1,A0,B3,B2,B1,B0,sum3,sum2,sum1,sum0);
input A3,A2,A1,A0;
input B3,B2,B1,B0;
output sum3,sum2,sum1,sum0;
wire c0,c1,c2;
fulladder2 add1(.A(A0),.B(B0),.sum(sum0),.c_in(0),.c_out(c0));
fulladder2 add2(.A(A1),.B(B1),.sum(sum1),.c_in(c0),.c_out(c1));
fulladder2 add3(.A(A2),.B(B2),.sum(sum2),.c_in(c1),.c_out(c2));
fulladder2 add4(.A(A3),.B(B3),.sum(sum3),.c_in(c2),.c_out(x));
endmodule
module changetoBCD(A6,A5,A4,A3,A2,A1,A0,D0,D1);
	output [3:0]D0;
	output [3:0]D1;
	input A6,A5,A4,A3,A2,A1,A0;
	wire [3:0]g0;
	wire [3:0]g1;
	wire [3:0]g2;
	wire [3:0]g3;
	wire [2:0]w0;
	wire [2:0]w1;
	wire [2:0]w2;
	wire x=1'b0;
	assign g0[3]=1'b0;
	assign g0[2]=1'b0;
	assign g0[1]=(x|(A6&(A5|A4)));
	assign g0[0]=g0[1];
	adder4bits_single ADDS0(x,A6,A5,A4,g0[3],g0[2],g0[1],g0[0],D1[3],w0[2],w0[1],w0[0]);
	assign g1[3]=1'b0;
	assign g1[2]=1'b0;
	assign g1[1]=(w0[2]|w0[1]&(w0[0]|A3));
	assign g1[0]=g1[1];
	adder4bits_single ADDS1(w0[2],w0[1],w0[0],A3,g1[3],g1[2],g1[1],g1[0],D1[2],w1[2],w1[1],w1[0]);
	assign g2[3]=1'b0;
	assign g2[2]=1'b0;
	assign g2[1]=(w1[2]|w1[1]&(w1[0]|A2));
	assign g2[0]=g2[1];
	adder4bits_single ADDS2(w1[2],w1[1],w1[0],A2,g2[3],g2[2],g2[1],g2[0],D1[1],w2[2],w2[1],w2[0]);
	assign g3[3]=1'b0;
	assign g3[2]=1'b0;
	assign g3[1]=(w2[2]|w2[1]&(w2[0]|A1));
	assign g3[0]=g3[1];
	adder4bits_single ADDS3(w2[2],w2[1],w2[0],A1,g3[3],g3[2],g3[1],g3[0],D1[0],D0[3],D0[2],D0[1]);
	assign D0[0]=A0;
endmodule
module circuit_test1(CLOCK_50,SW,KEY,HEX0,HEX1,LEDR,LEDG);
	input CLOCK_50;
	input [7:0]SW;
	input [2:0]KEY;
	output [6:0]HEX0,HEX1;
	output [5:0]LEDR;
	output [2:0]LEDG;
	wire [2:0]A,B;
	wire fsm_r,fsm_y,fsm_g,r_end,y_end,g_end;
	wire [6:0]count;
	wire [3:0]D0,D1;
	wire [6:0]time1,time2,time3;
	wire small_clock;
	divider clock1(CLOCK_50,small_clock);
	Register_Time Register_Time1(SW[7:1],~KEY[2],SW[0],time1,time2,time3,LEDG[2:0]);
	FSM FSM1(~KEY[0],r_end,y_end,g_end,small_clock,SW[0],~KEY[1],fsm_r,fsm_y,fsm_g,LEDR[2:0],LEDR[5:3]);
	Clock_Counter CLKCounter(small_clock,~KEY[0],~KEY[1],SW[0],fsm_r,fsm_y,fsm_g,time3,time2,time1,r_end,y_end,g_end,count);
	changetoBCD changetoBCD(count[6],count[5],count[4],count[3],count[2],count[1],count[0],D0,D1);
	BCD_to_7segment BCDto7segment0(D0,HEX0,0);
	BCD_to_7segment BCDto7segment1(D1,HEX1,0);
endmodule
module divider(clk, clk_out);
	input clk; 
	output reg clk_out;
	initial clk_out = 0;
	integer count;
	initial count = 0;
	always@(posedge clk) begin
	  count <= count + 1;
	  if (count == 25000000 )
	  begin 
		 clk_out <= ~clk_out;
		 count <= 1;
	  end
	end 
endmodule 
module fulladder2(A,B,c_in,sum,c_out);
input A,B,c_in;
output sum,c_out;
wire w1,w2,w3;
halfadder HA1(.A(A),.B(B),.sum(w1),.c_out(w2));
halfadder HA2(.A(c_in),.B(w1),.sum(sum),.c_out(w3));
or IC7432(c_out,w2,w3);
endmodule
module halfadder(A,B,sum,c_out);
	input A,B;
	output sum,c_out;
	xor IC7486(sum,A,B);
	and IC7408(c_out,A,B);
endmodule
--- design/flow/config.mk ---
export PLATFORM = sky130hd
export DESIGN_NAME = circuit_test1
export DESIGN_NICKNAME = circuit_test1
export VERILOG_FILES = /design/flow/design.v
export SDC_FILE = /design/flow/constraint.sdc
export NUM_CORES = 4
export LEC_CHECK = 1
export CORE_UTILIZATION = 30
==> run summary <==
Setup TNS Final: 0 ns
Via count: 2460
Reg2reg start: clock1.count[2]
FP Util: 0.311
Final period util: 0.323
Reg2reg setup slack: 4.61 ns
Cell variety after synth: 46
Final core occ: 0.368
Routed WL: 6210 um
Clk pwr share: 0.481
Most used routing layer: met2
Overall global routing resource usage: 0.116
Die area: 11800 um^2
Final hold vios: 0
Slew Viols, Final: 0
Root Driver: clkbuf_16
WHS Endpoint: clock1.count[31]
GR Util met2: 0.186
Flop pwr share: 0.476
Async SR Flop Fraction: 0.0448
Core footprint: 11000 um^2
Comb pwr share: 0.043
Initial antenna violation count: 0
Syn Area/Cell: 9.66 um^2
Routability cong.: 0.873
Placed Cells: 518
DR iter-0 viols: 134
Vias in the first global route: 2361
Critical Path RT: 6.96 ns
P_sw: 0.0827 mW
Status: finished, final reports clean
# port buffers: 34
Minimum clock period: 2.19 ns
Dpl ws: 4.66 ns
Pin count of the biggest net entering global routing: 23
Fraction of layout cells with a size suffix above 1: 0.0364
GRT overflow: 0
Endpoint type of the worst setup path: register
P_leak: 1.59 nW
DRC: 0
CP startpoint kind: register
Ports: 35
Fmax: 456 MHz
Number of unconstrained endpoints: 78
Tool Warnings: 26
Diode count: 0
Wirelength per Cell: 11.8 um
Post-synth EDFFs: 22
Register pins left without a clock: 34
CTS max path bufs: 2
Flops after synth: 67
Die height: 109 um
Path depth of the worst reg2reg path: 6
Hold path cells: 1
Cell count in the Yosys report: 354
Hold Buf Count CTS: 0
Post_cts resized: 0
YS chip area: 3420 um^2
Yosys warning tally: 8
Clock transition at the registers of the reported paths: 0.05 ns
First-pass GRT wire length: 10700 um
Mapped Area: 3420 um^2
H-tree levels: 2
# Post-CTS Setup Buffers: 0
Pwr dens: 110 nW/um^2
Sw Ratio: 0.186
P&R area growth vs syn: 18.1%
Routed vias/inst: 4.69
Setup violations, final: 0
Worst Tran Pin Value: 0.775 ns
P_int: 0.361 mW
Grt met1 use: 0.168
Die Width: 109 um
Design Area, Final: 4040 um^2
DP Area: 3900 um^2
Fin cells: 525
CTS Buf Count: 5
Peak VDD IR: 0.153 mV
Hold WC Path Type: register to register
Drt first pass iters: 6
CTS tree: yes
Dominant logic cell types in the final layout: dfxtp_1 (39), nor2_1 (39), xor2_1 (34), clkdlybuf4s50_1 (34), xnor2_1 (30)
Min-delay src: clock1.count[31]
Setup Skew: 0.00328 ns
RSZ-0062 raised after global routing: false
M3 GR Usage: 0.0286
Hpwl dp: 4700 um
Worst rel slew slack: 0.479
Hold slack: 0.453 ns
Syn Inst Count: 354
# rows: 38
Critical path class: register to register
Design Power: 0.444 mW
Data arrival time of the critical path: 2.35 ns
Ys flop type: dfxtp_1
Max-cap violations: 0
Worst-path fanout max: 6
Number of routed nets with antenna violations: 0
CP startpoint: clock1.count[2]
Smallest setup slack after layout: 4.61 ns
RR Endpoint: clock1.count[29]
Worst-Skew Late Latency: 0.27 ns
[worst max-delay path by stage]
stage | endpoint
finish | clock1.count[29]
global route | clock1.count[29]
CTS | clock1.count[29]
[final cells by class]
class	count	area, um^2
tap	140	175
clock buffer	7	143
sequential	67	1560
multi-input combinational	257	1740
timing repair buffer	36	355
inverter	18	67.6
fill	1066	6940
[cells by family after synthesis]
kind of cell | after synthesis | synth area share
latches | 3 | 0.0132
xor gates and xnor gates | 64 | 0.164
AOI/OAI and AO/OA | 27 | 0.0512
and+or+nand+nor | 147 | 0.221
muxes | 3 | 0.00878
buffers and inverters | 30 | 0.0351
DFF | 64 | 0.443
adders and majority gates | 16 | 0.0637
[worst max-delay path: stages, from the launching register on]
cell     delay (ns)
dfxtp_1        0.46
nand4_2        0.18
nor3_1         0.68
nand3_1        0.16
nor2_1         0.31
nand3_1        0.15
xnor2_1        0.14
[state kept, by name, indices dropped and copies added, names as in the netlist]
signal / cells
Register_Time1.Time3: 7
Register_Time1.Time2: 7
FSM1.current_s: 3
FSM1.next_s: 3
CLKCounter.count: 7
Register_Time1.Time1: 7
clock1.count: 32
clock1.clk_out: 1
[power by group through the flow]
stage | registers (mW) | clock network (mW) | logic (mW)
6_report | 0.211 | 0.214 | 0.0191
4_1_cts | 0.211 | 0.220 | 0.0193
5_1_grt | 0.212 | 0.228 | 0.0210
[Yosys cell counts (6+ instances only)]
library cell | count | area (um^2)
and3_1 | 12 | 75.1
buf_2 | 6 | 30.0
dfxtp_1 | 39 | 781
edfxtp_1 | 22 | 661
ha_1 | 11 | 138
inv_1 | 18 | 67.6
nand2_1 | 28 | 105
nand3_1 | 19 | 95.1
nand4_1 | 9 | 56.3
nor2_1 | 39 | 146
nor3_1 | 10 | 50.1
o21ai_0 | 12 | 60.1
xnor2_1 | 30 | 263
xor2_1 | 34 | 298
[per-layer routing]
| metal | vias up | wire, um |
|---|---|---|
| met5 | - | 0 |
| met4 | 0 | 56 |
| met3 | 4 | 378 |
| met2 | 46 | 2790 |
| met1 | 1137 | 2990 |
| li1 | 1273 | - |
No activity file was given, so power comes from the tool's default toggle rates.
